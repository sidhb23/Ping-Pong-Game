File: design.v
module slowclk(input wire fastclock,
						input wire reset,
						output reg slowclock
						);
	reg[27:0] count;
	wire[1:0] dinputs;
	parameter DIVIDER = 28'd250000;
	always @(posedge fastclock)
	begin
		if(reset || (count >= ((28'd250000)-1)))
		begin 
			count <= 28'd0; 
		end
		else 
		count <= count + 28'd1;
		slowclock <= (count<DIVIDER/2) ? 1'b1 : 1'b0;
	end
endmodule
File: run.sh
#!/bin/bash
# OpenROAD 26Q1-2900-gdf79404cd8, Yosys 0.63+post, stock flow scripts
make -C /OpenROAD-flow-scripts/flow DESIGN_CONFIG=/design/flow/config.mk WORK_HOME=/design/flow/orfs finish
File: config.mk
export PLATFORM = sky130hd
export DESIGN_NAME = slowclk
export DESIGN_NICKNAME = slowclk
export VERILOG_FILES = /design/flow/design.v
export SDC_FILE = /design/flow/constraint.sdc
export NUM_CORES = 4
export LEC_CHECK = 1
export CORE_AREA = 10 10 86 86
export DIE_AREA = 0 0 96 96
File: constraint.sdc
current_design slowclk

set clk_period 2.7
set clk_io_pct 0.2

create_clock -name clk0 -period $clk_period [get_ports {fastclock}]

set non_clock_inputs [all_inputs -no_clocks]
set_input_delay [expr $clk_period * $clk_io_pct] -clock clk0 $non_clock_inputs
set_output_delay [expr $clk_period * $clk_io_pct] -clock clk0 [all_outputs]
==> flow_summary.json <==
{
  "synthTopCellsByCount": "29 x dfxtp_1, 15 x nor3_1, 12 x xor2_1",
  "antenna_found_initial": 0,
  "initCoreUtil": 0.204,
  "num_vias": 805,
  "rsz0062_at_grt": "false",
  "relSlewSlack": 0.623,
  "syn_inst": 110,
  "drive_gt1_frac": 0.105,
  "synth_top_area_share": 0.513,
  "postCtsSetupBuffers": 0,
  "fin_skew_ns": 0.00437,
  "post-route-util": 0.240,
  "wirelength_um": 1820,
  "tritoncts": "built",
  "grt_max_degree": 19,
  "numPortBuffers": 2,
  "outcome": "complete, no violations",
  "via_per_inst": 4.11,
  "most_common_cell": "dfxtp_1",
  "clock_latency_ns": 0.28,
  "synth_flops": 29,
  "setup_tns_ns": 0,
  "ir_worst_vdd_mv": 0.224,
  "globalRouteTotalUtil": 0.0437,
  "ys_chip_area_um2": 1130,
  "io_pins": 3,
  "drcViolationCount": 0,
  "diodes": 0,
  "synth_cell_types": 30,
  "edf_count": 0,
  "cts-root-buf": "clkbuf_8",
  "area_leaders": "dfxtp_1 51%, xor2_1 9.3%, nor3_1 6.6%",
  "place_congestion": 0.832,
  "clkSlewWorstSetupHoldPaths_ns": 0.06,
  "ff_type": "dfxtp_1",
  "rows": 27,
  "synth_area_um2": 1130,
  "cap_violations": 0,
  "power_density_nw_per_um2": 583,
  "ys.warnings.count": 1,
  "grt_first_pass_wirelength_um": 3260,
  "first_pass_iters": 4,
  "fin_hold_ws_ns": 0.484,
  "cp.required_ns": 2.89,
  "ant_nets": 0,
  "openroad.warnings": 25,
  "hold_class": "flop to flop",
  "syn2layout_area_growth_pct": 17.2,
  "leakage_nw": 0.474,
  "report.final.slew_viol_count": 0,
  "postSynthAreaPerCell_um2": 10.3,
  "max_freq_mhz": 554,
  "end_kind": "flop",
  "gr-total-overflow": 0,
  "synth_stat.cells": 110,
  "cts.repair.resized": 0,
  "wl_per_cell_um": 9.30,
  "critPathMaxFanout": 10,
  "core_um2": 5540,
  "setup_viol": 0,
  "die_height_um": 96,
  "clock_sinks": 29,
  "synthArstFlopShare": 0,
  "drt-initial-drc-count": 38,
  "numCtsBuffers": 5,
  "top_area_cell": "dfxtp_1",
  "hold_viol_final": 0,
  "period_used_share": 0.669,
  "dieArea_um2": 9220,
  "worstMarginPinSlew_ns": 0.565,
  "fin_crit_ns": 1.81,
  "h-tree-depth": 2,
  "die_w_um": 96,
  "critPathKind": "flop to flop",
  "start_kind": "flop",
  "grt_pass1_vias": 728,
  "holdBufCountCts": 0,
  "ys_seq_share": 0.513,
  "critPathArrivalTime_ns": 2.00,
  "clock_path_buffers": 2
}
==> area by class of cell <==
cell class | instances | area, um^2
fill | 594 | 4210
multi-input combinational | 84 | 543
clock inverter | 3 | 17.5
tap | 72 | 90.1
sequential | 29 | 581
clock buffer | 5 | 68.8
timing repair buffer | 3 | 27.5
==> placed cells by master (no fill, tap or decap) <==
cell | netlist | routed
nor3b_1 | 1 | 1
nor4_1 | 4 | 4
o41ai_1 | 1 | 1
buf_4 | 1 | 1
nand4_1 | 6 | 6
nor2_1 | 1 | 1
clkdlybuf4s50_1 | 0 | 2
and4_1 | 2 | 2
xnor2_1 | 2 | 2
xor2_1 | 12 | 12
o21ai_0 | 2 | 2
clkbuf_8 | 0 | 5
nand4_4 | 1 | 1
nor3_1 | 15 | 15
or3_1 | 2 | 2
clkinv_2 | 0 | 2
nand3_1 | 5 | 5
and2_1 | 2 | 2
o31ai_1 | 1 | 1
a21oi_2 | 1 | 1
and4_2 | 1 | 1
clkinvlp_4 | 0 | 1
a211oi_1 | 3 | 3
nand2_1 | 5 | 5
ha_1 | 1 | 1
a211o_1 | 1 | 1
a21o_1 | 1 | 1
and3_1 | 3 | 3
conb_1 | 1 | 10
dfxtp_1 | 29 | 29
and4_4 | 1 | 1
==> layer usage <==
layer,up-vias,GRT usage,share of wire
li1,422,-,-
met1,359,0.0602,0.48
met2,20,0.0594,0.42
met3,4,0.0212,0.083
met4,0,0.0123,0.020
met5,-,0,0
==> where the power goes <==
part | switching (W) | total [W] | internal (W)
Clock | 0.000155 | 0.000332 | 0.000177
Combinational | 0.00000189 | 0.00000377 | 0.00000188
Sequential | 0.00000192 | 0.000438 | 0.000436
==> cells by family (layout without fill, tap and decap cells) <==
group | after synthesis | count (layout) | share of synthesized area
xor+xnor | 14 | 14 | 0.108
other cells | 1 | 10 | 0.00331
fa+ha+maj | 1 | 1 | 0.0110
compound gates | 10 | 10 | 0.0652
flops | 29 | 29 | 0.513
buf+inv | 6 | 11 | 0.0376
simple gates | 49 | 49 | 0.262
==> stage by stage <==
step / cell area [um^2] / setup slack, ns / total power, W / instances
after detailed placement: 1240 / 0.860 / 0.000451 / 188
after floorplan: 1170 / 1.06 / 0.000449 / 119
after global placement: 1240 / 0.907 / 0.000451 / 188
after global routing: 1330 / 0.718 / 0.000803 / 196
final: 1330 / 0.895 / 0.000774 / 196
after CTS: 1330 / 0.859 / 0.000786 / 196
==> flip-flops by register name, indices dropped and copies added (netlist names) <==
| register | count |
|---|---|
| count | 28 |
| slowclock | 1 |
==> critical path, stage by stage, from the launching register on <==
cell and delay (ns):
dfxtp_1 0.33, ha_1 0.23, and3_1 0.21, o41ai_1 0.35, a21oi_2 0.21, buf_4 0.22
a211oi_1 0.17
==> path summary, 6_finish.rpt <==
path	to	cells after the start	slack (ns)	from
max reg2reg	count[15]$_SDFF_PP0_	6	0.89	count[0]$_SDFF_PP0_
min reg2reg	count[0]$_SDFF_PP0_	1	0.48	count[0]$_SDFF_PP0_
min	count[0]$_SDFF_PP0_	1	0.48	count[0]$_SDFF_PP0_
max	count[15]$_SDFF_PP0_	6	0.89	count[0]$_SDFF_PP0_
Power is estimated from default activity; no workload was simulated.
