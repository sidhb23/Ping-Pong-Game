File: flow/design.v
`timescale 10ms/1ms
module testbouncingball ( ) ;
reg clock ;
reg reset;
reg [ 9 : 0 ] paddle_y;
initial begin
clock = 0 ;
paddle_y = 10'd300 ;
#5 reset = 1 ;
#15 reset = 0 ;
end
always #5 clock = ~clock ;
wire [ 9 : 0 ] ballx ;
wire [ 9 : 0 ] bally ;
bouncingball bball(clock,reset,paddle_y,ballx,bally );
endmodule 
module bouncingball(
	input slowclock, 
	input reset, 
	input  [9:0] paddle_y,  
	output reg[9:0] ballx,  
	output reg[9:0] bally,	 
	output reg[3:0] Score1,
	output reg[3:0] Score2
	 );
	reg[1:0] velocity; 
	always @(posedge slowclock)
	begin
	if((Score1 == 9 || Score2 == 9 )||reset)
	begin
	ballx <= 10'd320;
	bally <= 10'd240;
	velocity <= 2'b00;  
	Score1 <= 3'd0;
	Score2 <= 3'd0;
	end
	else  
		begin
		ballx = (velocity == 2'b00 || velocity == 2'b01)? ballx+1 : ballx-1;  
		bally = (velocity == 2'b00 || velocity == 2'b10)? bally+1 : bally-1; 
		if(ballx == 640 && velocity == 2'b01) velocity = 2'b11; 
		else if(ballx == 640 && velocity == 2'b00) velocity = 2'b10;
		if(bally == 0 && velocity == 2'b01) velocity = 2'b00;	 
		else if(bally == 0 && velocity == 2'b11) velocity = 2'b10;
		if(bally == 460 && velocity == 2'b00) velocity = 2'b01; 
		else if(bally == 460 && velocity == 2'b10) velocity = 2'b11;
		if(ballx == 90 && bally >= paddle_y-20 && bally <=(paddle_y+120) && velocity == 2'b10) velocity = 2'b00; 
		else if(ballx == 90 && bally >= paddle_y-20 && bally <=(paddle_y+120)&& velocity == 2'b11) velocity = 2'b01;
		if(ballx == 610 && bally >= bally - 60 && bally <= bally + 120 && velocity == 2'b00) velocity = 2'b10;
		if(ballx == 590 && bally >= bally - 60 && bally <= bally + 120 && velocity == 2'b01) velocity = 2'b11;
		if(ballx == 0)
		begin 
		Score2 = Score2 + 3'd1;
		ballx = 10'd320;
		bally = 10'd240;
		velocity = 2'b00;
		end
		if(ballx == 640)
		begin 
		Score1 = Score1 + 3'd1;
		ballx = 10'd320;
		bally = 10'd240;
		velocity = 2'b10;
		end
		end
	end
endmodule
File: flow/run.sh
#!/bin/bash
# OpenROAD 26Q1-2900-gdf79404cd8, Yosys 0.63+post, stock flow scripts
make -C /OpenROAD-flow-scripts/flow DESIGN_CONFIG=/design/flow/config.mk WORK_HOME=/design/flow/orfs finish
File: flow/config.mk
export PLATFORM = sky130hd
export DESIGN_NAME = bouncingball
export DESIGN_NICKNAME = bouncingball
export VERILOG_FILES = /design/flow/design.v
export SDC_FILE = /design/flow/constraint.sdc
export NUM_CORES = 4
export LEC_CHECK = 1
export CORE_UTILIZATION = 40
File: flow/constraint.sdc
current_design bouncingball

set clk_period 6.2
set clk_io_pct 0.2

create_clock -name clk0 -period $clk_period [get_ports {slowclock}]

set non_clock_inputs [all_inputs -no_clocks]
set_input_delay [expr $clk_period * $clk_io_pct] -clock clk0 $non_clock_inputs
set_output_delay [expr $clk_period * $clk_io_pct] -clock clk0 [all_outputs]
==> flow_summary.json <==
{
  "fin_tns_setup_ns": 0,
  "ys_cells": 444,
  "maxSlewHeadroom_pct": 42.1,
  "grt_pass1_vias": 2944,
  "clockBufferDepth": 2,
  "ios": 40,
  "edf_count": 0,
  "remaining_drc_errors": 0,
  "pwr-share-clk_pct": 18.5,
  "cp_slowest_cell": "xor2_1",
  "rr_startpoint": "velocity[1]",
  "skew_ns": 0.00392,
  "cap_violations": 0,
  "detailed_place_hpwl_mm": 6.71,
  "cts_buffers": 5,
  "critical_path.top_delay_family": "AND-OR/OR-AND gates",
  "grt_pass1_wl_mm": 14.3,
  "die-area_um2": 9160,
  "crit_fanout": 10,
  "gp_congestion": 0.888,
  "synth_cell_types": 73,
  "cp_num_cells": 18,
  "irDropWorstVdd_uv": 237,
  "cts_tree": "done",
  "rsz0062_at_grt": "no",
  "p_switching_mw": 0.580,
  "wl_mm": 8.56,
  "intPower_mw": 0.781,
  "antenna_cells": 0,
  "synth-main-ff-cell": "dfxtp_1",
  "min_period_over_period_pct": 91.5,
  "antenna_found_initial": 0,
  "holdPathStages": 2,
  "routedWlPerCell_um": 14.8,
  "die_w_um": 95.7,
  "n_fill_cell": 817,
  "crit_start": "velocity[1]",
  "reg2reg_depth": 18,
  "start_kind": "register",
  "seqPwrFrac_pct": 21.3,
  "clkLatencyLatePin_ns": 0.28,
  "htree_levels": 2,
  "clock-sinks": 34,
  "path_class": "register to register",
  "async_flop_share_pct": 0,
  "portBuffers": 39,
  "setup_violations": 0,
  "fp_util_pct": 42.1,
  "yosys_area_um2": 3510,
  "warnings": 32,
  "max_slew.worst_pin.slew_ns": 0.862,
  "r2r_setup_slack_ns": 0.53,
  "flop_area_um2": 681,
  "die_y_um": 95.7,
  "hp-start": "velocity[3]",
  "critPathRequiredTime_ns": 6.35,
  "outcome": "complete, no violations",
  "fin_cells": 580,
  "crit_chain": "nor2_2, ha_1, a211oi_1, nor2_1, o22ai_1, xor2_1, inv_1, ha_1, a21o_1, a21oi_1, nand2_1, o311a_1, a2111o_1, nor4_1, nand2_1, and4_1, a41oi_1, o311ai_1",
  "netlist_area_um2": 3510,
  "netSwitchingFraction_pct": 42.6,
  "lay_top_count": "ha_1",
  "drv_slew": 0,
  "yosysWarnings": 1,
  "worstPathArrival_ns": 5.83,
  "drtAntennaViolNets": 0,
  "ys_ff": 34,
  "endpoint_kind": "register",
  "grt_max_degree": 18,
  "fin_util_pct": 49.3,
  "track_usage_pct": 20.1,
  "vias": 3260,
  "drtIter0Drc": 113,
  "fmax_mhz": 176,
  "power.share.combinational_pct": 60.2,
  "placed_area_um2": 3970,
  "netlist_instances": 444,
  "setup_ws_ns": 0.525,
  "multiInputGateArea_um2": 2660,
  "max_stage_delay_ns": 0.63,
  "hold_viol": 0,
  "avgSynthCellArea_um2": 7.91,
  "core_um2": 8340,
  "rows": 33,
  "power-per-cell-area_nw_per_um2": 331,
  "pre_cts_slack_ns": 0.478,
  "viasPerCell": 5.62,
  "clk_pin_slew_ns": 0.08,
  "cts-root-buf": "clkbuf_8",
  "p_leak_nw": 1.63,
  "hp-class": "register to register",
  "drt_pass1_iterations": 4,
  "final_cell_mix": "ha_1, nor2_1, clkdlybuf4s50_1",
  "syn_to_final_growth_pct": 17.0,
  "design_area_um2": 4110,
  "dpl.cell_count": 572,
  "overflow": 0,
  "period_needed_ns": 5.67,
  "worst-path-buf-inv": 1,
  "synth_seq_share_pct": 19.4,
  "drive_above_1_share_pct": 8.42
}
[logic make-up after synthesis]
| logic type | after synthesis | synth area share (%) |
|---|---|---|
| compound gates | 101 | 21.5 |
| buf+inv | 44 | 5.13 |
| simple gates | 186 | 29.2 |
| fa+ha+maj | 43 | 15.5 |
| xor+xnor | 34 | 8.69 |
| mux | 2 | 0.570 |
| flops | 34 | 19.4 |
[flip-flops by register name, summed over array words and instances, names as in the netlist, named ones only]
name and cells:
velocity 4, bally 10, Score1 4, ballx 10, Score2 4
[how the worst min path moves through the flow]
stage,end,slack (ns)
final,velocity[3],0.54
after CTS,velocity[3],0.54
after global routing,Score2[3],0.58
[Yosys cell counts, types with 8 or more instances]
master | count | area share (%)
inv_1 | 24 | 2.6
a21oi_1 | 18 | 2.6
xnor2_1 | 22 | 5.5
nand4_1 | 8 | 1.4
dfxtp_1 | 34 | 19
nor3_1 | 19 | 2.7
buf_2 | 9 | 1.3
nor2_1 | 41 | 4.4
nand2_1 | 38 | 4.1
nand3_1 | 15 | 2.1
xor2_1 | 11 | 2.7
o21ai_0 | 11 | 1.6
a211oi_1 | 10 | 2.1
ha_1 | 42 | 15
clkbuf_1 | 9 | 0.96
[per-layer routing]
layer	track usage [%]	share of wire (%)	vias up	routed length [um]
met5	0	0	-	0
met4	1.74	0.74	0	63
met3	1.93	4.1	4	350
met2	29.8	42	53	3600
met1	33.1	53	1503	4550
li1	-	-	1700	-
[final cells by class]
cell class | instances | area share [%]
Multi-Input combinational cell | 366 | 64.6
Sequential cell | 34 | 16.6
Timing Repair Buffer | 42 | 10.0
Tap cell | 105 | 3.20
Inverter | 25 | 2.28
Clock buffer | 5 | 1.67
Clock inverter | 3 | 1.67
[through the flow]
| stage | hold slack, ns | total power, mW |
|---|---|---|
| after floorplan | 0.478 | 0.891 |
| after global placement | 0.518 | 1.10 |
| after detailed placement | 0.527 | 1.10 |
| after CTS | 0.542 | 1.37 |
| after global routing | 0.580 | 1.49 |
| final | 0.536 | 1.36 |
[power groups by stage]
stage	sequential, mW	clock, mW	combinational, mW
final	0.290	0.251	0.819
after global routing	0.297	0.269	0.926
after CTS	0.289	0.260	0.816
[worst min-delay path, delay by kind of cell, from the launching register on]
family | cells | cell delay [ns]
AOI/OAI and AO/OA | 1 | 0.14
buffers and inverters | 1 | 0.06
DFF | 1 | 0.31
[timing repair]
| item | CTS | global route |
|---|---|---|
| hold endpoints to repair | 0 | 0 |
| endpoints found under the setup margin | 0 | 4 |
| gates resized | 0 | 1 |
| setup buffers | 0 | 0 |
| hold buffers | 0 | 0 |
Power figures rest on the tool's default switching activity, not on a simulated workload.
