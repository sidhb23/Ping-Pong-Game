`./run.sh`:
```
#!/bin/bash
# OpenROAD 26Q1-2900-gdf79404cd8, Yosys 0.63+post, stock flow scripts
make -C /OpenROAD-flow-scripts/flow DESIGN_CONFIG=/design/flow/config.mk WORK_HOME=/design/flow/orfs finish
```
`./config.mk`:
```
export PLATFORM = sky130hd
export DESIGN_NAME = make_box
export DESIGN_NICKNAME = make_box
export VERILOG_FILES = /design/flow/design.v
export SDC_FILE = /design/flow/constraint.sdc
export NUM_CORES = 4
export LEC_CHECK = 1
export CORE_UTILIZATION = 30
```
`./constraint.sdc`:
```
current_design make_box

set clk_period 5.7
set clk_io_pct 0.2

create_clock -name clk0 -period $clk_period [get_ports {pixel_clk}]

set non_clock_inputs [all_inputs -no_clocks]
set_input_delay [expr $clk_period * $clk_io_pct] -clock clk0 $non_clock_inputs
set_output_delay [expr $clk_period * $clk_io_pct] -clock clk0 [all_outputs]
```
`./design.v`:
```
module DE0_VGA 
(
	 clk_50, pixel_color, VGA_BUS_R, VGA_BUS_G, VGA_BUS_B, VGA_HS, VGA_VS, X_pix, Y_pix, H_visible, V_visible, pixel_clk, pixel_cnt
);
input		wire				clk_50;
input		wire	[11:0]	pixel_color;
output	reg	[3:0]		VGA_BUS_R;
output	reg	[3:0]		VGA_BUS_G;
output	reg	[3:0]		VGA_BUS_B;
output	reg	[0:0]		VGA_HS;
output	reg	[0:0]		VGA_VS;
output	wire	[10:0]	X_pix;
output	wire	[10:0]	Y_pix;
output	reg	[0:0]		H_visible;
output	reg	[0:0]		V_visible;
output	wire [0:0]		pixel_clk;
output	reg	[9:0]		pixel_cnt;
			reg	[10:0]	HS_counter;
			reg	[10:0]	VS_counter;
			wire	[0:0]		vertical_clk;
parameter HSNC_STRT 		= 16;
parameter HSNC_END  		= HSNC_STRT + 96;
parameter HBCK_PRCH_END = HSNC_END + 48;
parameter HVSBL_END		= HBCK_PRCH_END + 640;
parameter VSNC_STRT		= 10;
parameter VSNC_END		= VSNC_STRT + 2;
parameter VBCK_PRCH_END	= VSNC_END + 33;
parameter VVSBL_END		= VBCK_PRCH_END + 480;
assign X_pix 	= (HS_counter - HBCK_PRCH_END) > 0 ? (HS_counter - HBCK_PRCH_END) : 0;
assign Y_pix	= (VS_counter - VBCK_PRCH_END) > 0 ? (VS_counter - VBCK_PRCH_END) : 0;
initial
	begin
		VGA_BUS_R 	<= 4'b0000;
		VGA_BUS_G 	<= 4'b0000;
		VGA_BUS_B 	<= 4'b0000;
		VGA_VS		<= 1'b1;
		VGA_HS		<= 1'b1;
		HS_counter	<=	11'b0;
		VS_counter	<= 11'b0;
		H_visible	<= 1'b0;
		V_visible	<= 1'b0;
		pixel_cnt	<= 1;
	end
always @(posedge pixel_clk)
	begin
		if((H_visible == 1'b1) && (V_visible == 1'b1))
			begin
				VGA_BUS_R 	<= pixel_color[3:0];
				VGA_BUS_G 	<= pixel_color[7:4];
				VGA_BUS_B 	<= pixel_color[11:8];
				pixel_cnt	<= pixel_cnt + 1'b1;
			end
		else
			begin
				pixel_cnt	<= 0;
				VGA_BUS_R 	<= 4'b0000;
				VGA_BUS_G 	<= 4'b0000;
				VGA_BUS_B 	<= 4'b0000;	
			end
	end
always @(posedge pixel_clk)
	begin
		case(HS_counter)
			HSNC_STRT:						 
			begin	
				VGA_HS <= 1'b0;
				H_visible <= H_visible;
				HS_counter <= HS_counter + 1'b1; 
			end
			HSNC_END:							 
			begin
				VGA_HS <= 1'b1;
				H_visible <= H_visible;
				HS_counter <= HS_counter + 1'b1; 
			end			
			HBCK_PRCH_END:				 
			begin
				VGA_HS <= VGA_HS;
				H_visible <= 1'b1;
				HS_counter <= HS_counter + 1'b1; 
			end	
			HVSBL_END:					 
			begin
				VGA_HS <= VGA_HS;
				H_visible <= 1'b0;
				HS_counter <= 1;
				if (VS_counter == VVSBL_END)	 
					begin
						VS_counter <= 1;
					end
				else
					begin
						VS_counter <= VS_counter + 1'b1;
					end
			end
			default:
			begin
				VGA_HS <= VGA_HS;
				H_visible <= H_visible;
				HS_counter <= HS_counter + 1'b1; 
			end
		endcase
	end
always @(posedge pixel_clk)
	begin
		case(VS_counter)
			VSNC_STRT:					 
			begin	
				VGA_VS <= 1'b0;
				V_visible	<= V_visible;
			end
			VSNC_END:					 
			begin
				VGA_VS <= 1'b1;
				V_visible	<= V_visible;
			end			
			VBCK_PRCH_END:				 
			begin
				VGA_VS <= VGA_VS;
				V_visible	<= 1'b1;
			end	
			VVSBL_END:					 
			begin
				VGA_VS <= VGA_VS;
				V_visible	<= 1'b0;
			end
			default
			begin
				VGA_VS <= VGA_VS;
				V_visible	<= V_visible;
			end
		endcase
	end
	PLL_PIXEL_CLK pll_inst0
	(
		.inclk0(clk_50),
		.c0(pixel_clk)
	);
endmodule
module VGAvid(CLOCK_50, updown, reset,
                VGA_R, VGA_G, VGA_B, VGA_HS, VGA_VS);
input	wire			CLOCK_50;
input wire [1:0]updown;
input wire reset;
output	wire	[3:0]		VGA_R;		 
output	wire	[3:0]		VGA_G;		 
output	wire	[3:0]		VGA_B;		 
output	wire	[0:0]		VGA_HS;			 
output	wire	[0:0]		VGA_VS;			 
wire			[9:0]		X_pix;			 
wire			[9:0]		Y_pix;			 
wire			[0:0]		H_visible;		 
wire			[0:0]		V_visible;		 
wire		[0:0]		pixel_clk;		 
wire			[9:0]		pixel_cnt;		 
reg			[11:0]		pixel_color;	 
paddle P1(slowclock,~reset, updown[1:0], paddle_y);
bouncingball Ball1(slowclock, ~reset, paddle_y, ballx, bally, Score1, Score2);
slowclk test(CLOCK_50,~reset,slowclock);	
	wire [9:0] P1_box_width=30;
	wire [9:0] P1_box_height=120;
	wire [9:0] P1_x_location=60;
	wire [9:0] P1_y_location=210;
	wire [9:0] paddle_y;
	reg P1_paddle;
	make_box P1_paddle_draw (
	.X_pix(X_pix),
	.Y_pix(Y_pix),
	.box_width(P1_box_width),
	.box_height(P1_box_height),
	.x_location(P1_x_location),
	.y_location(paddle_y),
	.pixel_clk(pixel_clk),
	.box_location(P1_paddle)
);
	wire [9:0] P2_box_width=30;
	wire [9:0] P2_box_height=120;
	wire [9:0] P2_x_location=610;
	wire [9:0] P2_y_location;
	reg P2_paddle;
		always @(*)
		if(bally >50 && bally <410)
			begin
			P2_y_location = bally-50;
			end
		else if(bally<=50) P2_y_location = 0;
		else if(bally>=410)
			begin
			P2_y_location = 360;
			end 
	make_box P2_paddle_draw (
	.X_pix(X_pix),
	.Y_pix(Y_pix),
	.box_width(P2_box_width),
	.box_height(P2_box_height),
	.x_location(P2_x_location),
	.y_location(P2_y_location),
	.pixel_clk(pixel_clk),
	.box_location(P2_paddle)
);
	wire [9:0] Ball_box_width=20;
	wire [9:0] Ball_box_height=20;
	wire [9:0] ballx;
	wire [9:0] bally;
	reg Ball;
	make_box Ball_draw(
	.X_pix(X_pix),
	.Y_pix(Y_pix),
	.box_width(Ball_box_width),
	.box_height(Ball_box_height),
	.x_location(ballx),
	.y_location(bally),
	.pixel_clk(pixel_clk),
	.box_location(Ball)
);
wire[3:0] Score1;
wire[3:0] Score2;
wire [11:0]  text_message_pixel_color;
wire [0:8*7-1] msg_7char = Score2;
display_message #(  
							.MSG_LENGTH(1),  
                     .char_width(32),  
                     .char_height(32),  
                     .INIT_F("font_unscii_8x8_latin_uc.mem")  
                     ) disp_msg
(.X_pix(X_pix),  
      .Y_pix(Y_pix),  
      .MSG(msg_7char-U-0016),  
      .msg_x(570),  
      .msg_y(RESY / 2 - 2*BALLWIDTH),  
      .char_color(12'b0000_1111_0000),  
      .text_bg_color(12'b0000_0000_0000),  
      .prev_layer_color(BGCOLOR),  
      .pixel_color(text_message_pixel_color));  
wire [11:0]  text_message_pixel_color1;
wire [0:8*7-1] msg_7char1 = Score1;	
display_message #(  
							.MSG_LENGTH(1),  
                     .char_width(32),  
                     .char_height(32),  
                     .INIT_F("font_unscii_8x8_latin_uc.mem")  
                     ) disp_msg1
(.X_pix(X_pix),  
      .Y_pix(Y_pix),  
      .MSG(msg_7char1-U-0016),  
      .msg_x(110),  
      .msg_y(RESY / 2 - 2*BALLWIDTH),  
      .char_color(12'b0000_1111_0000),  
      .text_bg_color(12'b0000_0000_0000),  
      .prev_layer_color(text_message_pixel_color),  
      .pixel_color(text_message_pixel_color1));  
always @(posedge pixel_clk)
	begin
		if(P1_paddle)pixel_color <= 12'b0000_1111_0000;
		else if(P2_paddle) pixel_color <=12'b0000_1111_0000;
		else if(Ball) pixel_color <= 12'b1101_1111_1001;
		else 
		pixel_color <= text_message_pixel_color1;
		end
		DE0_VGA VGA_Driver
		(
			.clk_50((CLOCK_50)),
			.pixel_color(pixel_color),
			.VGA_BUS_R(VGA_R), 
			.VGA_BUS_G(VGA_G), 
			.VGA_BUS_B(VGA_B), 
			.VGA_HS(VGA_HS), 
			.VGA_VS(VGA_VS), 
			.X_pix(X_pix), 
			.Y_pix(Y_pix), 
			.H_visible(H_visible),
			.V_visible(V_visible), 
			.pixel_clk(pixel_clk),
			.pixel_cnt(pixel_cnt)
		);
endmodule
module make_box(
	input [9:0] X_pix,
	input [9:0] Y_pix,
	input [9:0] box_width,
	input [9:0] box_height,
	input [9:0] x_location,
	input [9:0] y_location,
	input pixel_clk,
	output reg box_location
);
always @(posedge pixel_clk) 
    begin
        if ((X_pix > x_location) && (X_pix < (x_location + box_width)) && (Y_pix > y_location) && (Y_pix < (y_location + box_height))) box_location = 1;
        else box_location = 0;
    end
endmodule
```
==> impl_metrics.csv <==
group,metric,value,unit
final_layout,combGateArea,1540,sq um
yosys,synth_area_per_cell,7.76,sq um
clock_tree,cts_resized,0,
drt,ant_nets,0,
yosys,top_area_frac,0.422,
setup_path,required,5.59,ns
global_routing,grt_pass1_wl,6.67,mm
global_routing,antenna_found_initial,0,
global_routing,track_usage,0.135,
die,die_w,76.4,um
setup_path,endpoint_kind,"register",
sta,slew_headroom,0.667,
yosys,ys_area,1660,sq um
sta,tns,0,ns
pwr,irDropWorstVdd,0.0290,mV
yosys,yosysTopAreaCell,"ha_1",
pwr,powerDensity,96.4,nW/um^2
final_layout,stdcell_count,345,
sta,period_needed,4.29,ns
yosys,common_cells,"ha_1 (56), inv_1 (27), nor2_1 (14), xor2_1 (14), a21oi_1 (12)",
drt,first_pass_iters,4,
sta,grt_setup_unrepaired,"false",
drt,dr.first_iter.drc_count,49,
yosys,synth_warnings,1,
clock_tree,cts_hold_buffers,0,
yosys,syn_area,1660,sq um
flow_run,tool_warnings,28,
sta,finalClockPeriodUsage,0.752,
placed_design,dpl.hpwl,3.51,mm
drt,diodes,0,
die,die_area,5840,sq um
status,status,"completed",
global_routing,grt_overflow_total,0,
final_layout,fin_area,2360,sq um
final_layout,seqCellArea,20.0,sq um
clock_tree,post-cts-setup-buffers,0,
pwr,leakage,1.13,nW
sta,max_freq,233,MHz
placed_design,gp_congestion,0.826,
setup_path,start_kind,"input port",
worst_hold_path,hold_path_class,"register to output port",
yosys,area_leaders,"ha_1 (42%), xor2_1 (7.4%), inv_1 (6.1%)",
placed_design,dp_cells,345,
setup_path,worstPathArrival,4.18,ns
yosys,yosys_most_used_dff,"dfxtp_1",
sta,setup_viol,0,
drt,wire_per_inst,11.1,um
die,fp_util,0.319,
yosys,yosysUniqueCellTypes,32,
yosys,syn_inst,214,
placed_design,portBuffers,61,
setup_path,critPathKind,"input port to register",
yosys,async_reset_ff_frac,0,
drt,drc,0,
drt,wirelength,3.85,mm
setup_path,crit_fanout,2,
die,core,5200,sq um
die,num_rows,26,
global_routing,first_global_vias,1537,
yosys,most_common_cell,"ha_1",
yosys,edf_count,0,
die,pin_count,62,
clock_tree,clkTransAtPathRegs,0,ns
pwr,total_power,0.228,mW
yosys,yosys.stat.seqShare,0.0120,
flow_run,cap_violations,0,
sta,tightestPinTransition,0.486,ns
die,die.size.y,76.4,um
global_routing,grt_max_degree,7,
final_layout,largest_register_ff_count,1,
placed_design,post_dp_cell_area,2360,sq um
final_layout,drive_gt1_frac,0.0145,
sta,finalHoldViolations,0,
sta,drv_slew,0,
yosys,synth_flops,1,
yosys,ys_cells,214,
drt,viasPerCell,4.77,
final_layout,fillers,528,
drt,vias,1645,
final_layout,area_growth,42.0,%
layer usage:
layer,part of all wire,track usage,wire (um),vias to the layer above
li1,-,-,-,914
met5,0,0,0,-
met1,0.54,0.212,2080,692
met2,0.40,0.208,1540,39
met4,0,0,0,0
met3,0.057,0.0158,219,0
cells in the final DEF, fill, tap and decap left out, drive strengths merged:
master         count
a2111o             2
a2111oi            4
a211oi             2
a21boi             1
a21o               7
a21oi             14
a221oi             1
a22o               1
a2bb2oi            1
and3               2
clkdlybuf4s50     61
dfxtp              1
fa                 2
ha                56
inv               27
nand2              9
nand2b             4
nand3             10
nand4              6
nor2              14
nor2b              5
nor3               7
nor4               3
o211ai             5
o21ai              8
o22ai              2
or3                2
or4                2
xnor2              2
xor2              14
where the power goes:
group	leakage, nW	internal [mW]	total [mW]	switching, mW
clock network	0	0	0	0
logic	1.12	0.118	0.220	0.102
registers	0.00813	0.00784	0.00800	0.000155
total	1.13	0.126	0.228	0.102
kinds of logic after synthesis:
group | synth area share
buf+inv | 0.0610
fa+ha+maj | 0.446
simple gates | 0.197
compound gates | 0.200
xor+xnor | 0.0843
flops | 0.0120
final cells by class:
type / count / share of cell area
inverter: 27 / 0.0429
timing repair buffer: 61 / 0.259
tap: 70 / 0.0371
multi-input combinational: 186 / 0.653
sequential: 1 / 0.00848
final timing paths:
| path | slack (ns) | to | from | cells past startpoint |
|---|---|---|---|---|
| setup / recovery | 1.41 | box_location | box_width[1] | 11 |
| hold / removal | 1.81 | box_location | box_location | 1 |
critical path, cell delays in order:
cell and delay, ns:
clkdlybuf4s50_1 0.42, ha_1 0.31, a21oi_2 0.17, o211ai_2 0.13, or4_4 0.43, a2111o_1 0.37, o211ai_1 0.11, ha_1 0.27
a2111oi_0 0.38, nand4_1 0.13, nor4_1 0.30
metrics by stage:
| stage | utilization | hold slack, ns | setup WS [ns] |
|---|---|---|---|
| finish | 0.453 | 1.81 | 1.41 |
| global route | 0.453 | 1.84 | 1.12 |
| CTS | 0.453 | 1.82 | 1.38 |
| detailed placement | 0.453 | 1.82 | 1.40 |
| global placement | 0.453 | 1.83 | 1.43 |
| floorplan | - | 1.40 | 2.12 |
Power figures rest on the tool's default switching activity, not on a simulated workload.
